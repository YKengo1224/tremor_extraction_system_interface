## ./design.v

```verilog
`default_nettype none
module rs232c_transmitter #(
		      parameter integer	BIT_WIDTH = 8	
		      )
   (clk,n_rst,send_data,te,max_count,t_busy,txd);
   localparam integer			MAX_BIT_COUNT = BIT_WIDTH+2;
   localparam integer			BIT_COUNT_WIDTH = $clog2(MAX_BIT_COUNT);
   localparam				DEFAULT_BIT = 1'b1;
   localparam				START_BIT = !DEFAULT_BIT;
   localparam				END_BIT = DEFAULT_BIT;
   input wire				clk;
   input wire				n_rst; 
   input wire [BIT_WIDTH-1:0]		send_data;
   input wire				te;
   input wire [31:0]			max_count;
   output reg				t_busy;
   output reg				txd;
   reg [31:0]			count;
   reg					bitFlag;
   reg [BIT_COUNT_WIDTH:0]		bit_count;
   always_ff @(posedge clk) begin
      if(!n_rst)
	count <= '0;
      else if(te && count==0)
	count <= 'd1;
      else if(count == max_count)
	count <= 'b0;
      else if(t_busy)
	count <= count + 1;
      else
	count <= 'd0;
   end  
   always_ff @(posedge clk) begin
      if(!n_rst)
	bitFlag <= 1'b0;
      else if(count == max_count)
	bitFlag <= 1'b1;
      else
	bitFlag <= 1'b0;
   end
   always_ff @(posedge clk) begin
      if(!n_rst)
	t_busy <= 1'b0;
      else if(te && !t_busy)
	t_busy <= 1'b1;
      else if(t_busy &&(bitFlag && bit_count==MAX_BIT_COUNT))
	t_busy <= 1'b0;
      else
	t_busy <= t_busy;
   end
   always_ff @(posedge clk) begin
      if(!n_rst)
	bit_count <= 'd0;
      else if(te)
	bit_count <= 'd1;
      else if(bitFlag && (bit_count==MAX_BIT_COUNT))
	bit_count <= 'd0;
      else if(bitFlag)
	bit_count <= bit_count +1;
      else
	bit_count <= bit_count;
   end  
   always_ff @(posedge clk) begin
      if(!n_rst)
	txd <= DEFAULT_BIT;
      else if(te)
	txd <= START_BIT;
      else if(!t_busy)
	txd <= DEFAULT_BIT;
      else if(bitFlag && (bit_count==BIT_WIDTH+1))
	txd <= END_BIT;
      else if(bitFlag && (bit_count==MAX_BIT_COUNT))
	txd <= DEFAULT_BIT;
      else if(bitFlag)
	txd <= send_data[bit_count-1];
      else if(t_busy)
	txd <= txd;
      else
	txd <= DEFAULT_BIT;
   end  
endmodule
`default_nettype wire
```

## ./run.sh

```bash
#!/bin/bash
# OpenROAD 26Q1-2900-gdf79404cd8, Yosys 0.63+post, stock flow scripts
make -C /OpenROAD-flow-scripts/flow DESIGN_CONFIG=/design/flow/config.mk WORK_HOME=/design/flow/orfs finish
```

## ./config.mk

```make
export PLATFORM = sky130hd
export DESIGN_NAME = rs232c_transmitter
export DESIGN_NICKNAME = rs232c_transmitter
export VERILOG_FILES = /design/flow/design.v
export SDC_FILE = /design/flow/constraint.sdc
export NUM_CORES = 4
export LEC_CHECK = 1
export CORE_UTILIZATION = 50
```

## ./constraint.sdc

```tcl
current_design rs232c_transmitter

set clk_period 3.9
set clk_io_pct 0.2

create_clock -name clk0 -period $clk_period [get_ports {clk}]

set non_clock_inputs [all_inputs -no_clocks]
set_input_delay [expr $clk_period * $clk_io_pct] -clock clk0 $non_clock_inputs
set_output_delay [expr $clk_period * $clk_io_pct] -clock clk0 [all_outputs]
```

==> run notes <==
State of the implementation.

- For this run the aggregate overflow at the end of global routing stands at 0.
- Per the final report, max-transition violations number 0.
- The number of enable-type register cells in the synthesized netlist is 0, for reference.
- The wire length of the first global-routing pass is 8840 um, for reference.
- Endpoints with negative setup slack in the final report add up to 0.
- Clock tree synthesis found a total of around 40 sinks.
- The number of vias in the routed layout is 1989, for reference.
- The flip-flop and latch count after synthesis is ~40, for reference.
- In the final timing run, aggregate negative setup slack is 0 ps.
- After technology mapping, the gate count stands at about 270.
- Nets still carrying antenna violations after routing amount to 0.
- The TritonCTS clock tree is built, for reference.
- The cell area after placement is 0.00284 sq mm, for reference.
- Per STA, the highest per-stage delay on the worst path measures a little over 500 ps.
- Per the OpenROAD floorplan log, the area of the die is between 0.005 and 0.006 sq mm.
- The met2 layer usage reported by global route is between 30% and 40%, for reference.
- The initial cell density of the core is a little over half, for reference.
- The startpoint type of the worst setup path is an input pin, for reference.
- The worst setup path is captured at a register.
- Listed in order, past its start point the critical path passes clkdlybuf4s50_1, xor2_1, nor4_1, nand4_1, o2111ai_2, buf_12, nor2_1.
- The cell resize tally after clock tree synthesis is 0, for reference.
- The deepest clock path buffer count is 2, for reference.
- The number of antenna violations at the first check in global routing is 0.
- The total CTS buffers is 5, for reference.
- The area inside the core boundary is ~0.0045 sq mm, for reference.
- The global placer's final weighted congestion is 0.872, for reference.
- The first TritonRoute pass finished after 4 iterations.
- The number of different library cells used by synthesis comes to 39.
- Of the cells placed in the final design, the portion with a size suffix greater than 1 is around 5.7%.
- The count of maximum capacitance violations is 0, for reference.
- The area reported by Yosys stat is around 0.0024 sq mm, for reference.
- Headroom to the max-slew limit came out at 47.6%.
- The number of cells reported by Yosys stat comes to around 270.
- The most used routing layer in global routing is met1, for reference.
- The cell at the root of the clock tree is sky130_fd_sc_hd__clkbuf_8, for reference.
- For this design, the slowest cell found on the critical path is sky130_fd_sc_hd__o2111ai_2.
- The smallest clock period supported by the final layout is computed as between 2000 and 3000 ps.
- The number of warnings in the stage logs is 30, for reference.
- The flow ran to the end, and the final reports show no timing, DRC or antenna violations.
- In this run the tool buffered the top-level ports with 44 buffer cells.
- After layout, the setup clock skew is reported as 8.35 ps.
- The largest net degree at the start of global routing is 24, for reference.
- The clock H-tree reported by CTS has 2 levels.
- Per the synth stats, the proportion of register bits with asynchronous set or reset is 0%.
- Setup repair after global routing left no endpoint under its margin.
- The number of global-route vias before repair is approximately 1800.
- The class of the tightest hold or removal check is reg2reg, for reference.
- The synthesized area divided by synthesized cell count is between 8 and 9 sq um, for reference.
- Of the available clock period, the critical path in the final layout requires ~67%.
- The power density normalized to cell area is around 270 mW/mm^2, for reference.
- Post-synth the commonest register cell is sky130_fd_sc_hd__dfxtp_1.
- After routing the design area is 0.00293 sq mm.
- The met1 layer usage reported by global route is a little under two fifths, for reference.
- The total wire length after detailed routing is roughly 5400 um, for reference.
- The per-cell via count in the routed design is approximately 5.4, for reference.
- The number of antenna cells inserted is 0, for reference.
- For the pin with the worst max-slew slack, the measured transition is ~800 ps.
- The overall global routing resource usage is between 20 and 25%, for reference.
- The number of setup buffers added after CTS is 0.
- The area growth from synthesis to layout is 21.5%.
- IR analysis of the VDD net gives a maximum drop of roughly 0.23 mV.
- TritonRoute output was used to compute an average wire per cell of about 15 um.
- Summed over all nets, the half-perimeter wirelength after detailed placement is 4110 um.
- The global-route met3 utilization is between 4 and 5%, for reference.
- The horizontal die dimension reported for this design is 71.5 um.
- The flow reports an fmax of roughly 380 MHz.
- The count of standard-cell rows is 24, for reference.
- The class of the most critical setup path is in2reg, for reference.
- The category of cells accounting for the largest share of critical-path delay is simple AND/OR/NAND/NOR gates, for reference.
- The critical path endpoint has a required time of 4080 ps.
- Endpoints failing hold in the final report were tallied at 0.
- In the routed design, unresolved DRC markers number 0.
- The count of routing violations after the opening detailed-route iteration is roughly 110, for reference.
- In this run, post-CTS hold repair placed 0 buffers.
- The I/O pin count is 45, for reference.
- The leakage component of the power was reported as between 1 and 1.5 nW.
- Before any placement, the netlist area is recorded as roughly 0.0024 sq mm.
- Data on the critical path arrives at its endpoint at between 2000 and 3000 ps.
- The clock network latency to the later pin of the worst-skew pair is 290 ps, for reference.
- The die outline height is ~70 um, for reference.
- The post-synthesis sequential area ratio is 33.2%, for reference.
- The clock transition time at the flip-flop clock pins of the worst setup and hold paths is ~80 ps, for reference.
- The script reports the combined buffer and inverter count of the critical path as 2.
- The tally of yosys warning messages is 1, for reference.
- STA lists the maximum fanout along the critical path as 23.
placed cells by master (no fill, tap or decap), types with 2 or more instances in the layout:
cell type / count
sky130_fd_sc_hd__clkbuf_8: 6
sky130_fd_sc_hd__inv_1: 10
sky130_fd_sc_hd__nor3_1: 4
sky130_fd_sc_hd__and3_1: 7
sky130_fd_sc_hd__xnor2_1: 12
sky130_fd_sc_hd__nand4_1: 14
sky130_fd_sc_hd__nor4_1: 16
sky130_fd_sc_hd__nor2_1: 46
sky130_fd_sc_hd__nand3_1: 15
sky130_fd_sc_hd__o21ai_0: 2
sky130_fd_sc_hd__ha_1: 6
sky130_fd_sc_hd__and4_1: 4
sky130_fd_sc_hd__clkdlybuf4s50_1: 44
sky130_fd_sc_hd__dfxtp_1: 40
sky130_fd_sc_hd__nand2_1: 8
sky130_fd_sc_hd__mux4_2: 2
sky130_fd_sc_hd__clkinv_2: 2
sky130_fd_sc_hd__xor2_1: 54
routing by layer:
metal / vias up / part of all wire, %
met3: 2 / 6.2
met1: 906 / 50
met4: 0 / 0.42
met2: 52 / 44
li1: 1029 / -
met5: - / 0
synth_stat cells (all sizes together), types with 2 or more instances:
cell | instances | area (sq um)
o21ai | 3 | 15.0
and3 | 7 | 43.8
o2111ai | 2 | 23.8
nand2 | 8 | 30.0
buf | 10 | 87.6
inv | 10 | 37.5
nand3 | 15 | 75.1
nand4 | 15 | 100
mux4 | 2 | 45.0
xnor2 | 12 | 105
nor4 | 18 | 134
nor2 | 47 | 179
nor3 | 4 | 20.0
clkbuf | 3 | 11.3
and4 | 4 | 35.0
xor2 | 54 | 473
ha | 6 | 75.1
dfxtp | 40 | 801
area by class of cell:
type | count | area, sq um
clock buffer | 6 | 82.6
inverter | 10 | 37.5
clock inverter | 2 | 10.0
timing repair buffer | 45 | 460
multi-input combinational | 211 | 1480
fill | 398 | 1570
sequential | 40 | 801
tap | 52 | 65.1
cells by family after synthesis:
logic type | count (synthesis) | synth area share [%]
DFF | 40 | 33.2
buffers and inverters | 23 | 5.65
and+or+nand+nor | 123 | 27.4
muxes | 4 | 2.75
AOI/OAI and AO/OA | 12 | 4.04
adders and majority gates | 6 | 3.11
xor gates and xnor gates | 66 | 23.9
power by group:
part | total [W] | internal, W | switching (W)
Combinational | 0.0000940 | 0.0000613 | 0.0000327
Clock | 0.000285 | 0.000141 | 0.000144
Sequential | 0.000418 | 0.000412 | 0.00000651
Total | 0.000797 | 0.000614 | 0.000183
worst reg2reg max path, cell delays in order (launching register included):
cell and delay, ps:
sky130_fd_sc_hd__dfxtp_1 510, sky130_fd_sc_hd__xor2_1 120, sky130_fd_sc_hd__nor4_1 420, sky130_fd_sc_hd__nand4_1 240, sky130_fd_sc_hd__o2111ai_2 480, sky130_fd_sc_hd__buf_12 230, sky130_fd_sc_hd__nor2_1 70
through the flow:
stage	setup slack (ps)	total power [W]	utilization (%)	cells	hold WS, ps
3_3_place_gp	1030	0.000522	63.1	358	563
4_1_cts	1320	0.000804	65.1	366	577
6_report	1300	0.000797	65.1	366	580
2_1_floorplan	1920	0.000465	-	274	516
3_5_place_dp	1010	0.000522	63.1	358	566
5_1_grt	1200	0.000832	65.1	366	621
registers in the layout, summed over array words and instances (netlist names):
register	flops
bitFlag	1
bit_count	5
count	32
t_busy	1
txd	1
final timing paths:
check	startpoint	end	slack, ps	cells past startpoint
hold reg to reg	t_busy	t_busy	580	2
setup reg to reg	count[17]	count[26]	1720	6
hold / removal	t_busy	t_busy	580	2
setup / recovery	max_count[11]	count[26]	1300	7
Power figures rest on the tool's default switching activity, not on a simulated workload.
